File: flow/config.mk
export PLATFORM = sky130hd
export DESIGN_NAME = VGA_pattern_generator
export DESIGN_NICKNAME = VGA_pattern_generator
export VERILOG_FILES = /design/flow/design.v
export SDC_FILE = /design/flow/constraint.sdc
export NUM_CORES = 4
export LEC_CHECK = 1
export CORE_AREA = 10 10 70 70
export DIE_AREA = 0 0 80 80
File: flow/constraint.sdc
current_design VGA_pattern_generator

set clk_period 2.1
set clk_io_pct 0.2

create_clock -name clk0 -period $clk_period

set non_clock_inputs [all_inputs -no_clocks]
set_input_delay [expr $clk_period * $clk_io_pct] -clock clk0 $non_clock_inputs
set_output_delay [expr $clk_period * $clk_io_pct] -clock clk0 [all_outputs]
File: flow/design.v
module VGA_top (  
    input  logic clk,  
    input  logic reset,  
    output logic H_sync,
    output logic V_sync,
    output logic [3:0] Red,
    output logic [3:0] Green,
    output logic [3:0] Blue
);
    logic clk_pixel;
    logic enable_V_Counter;
    logic [9:0] H_Count_Value;
    logic [9:0] V_Count_Value;
    logic locked_sig; 
    logic system_reset; 
    assign system_reset = reset | (~locked_sig);  
PLL PLL_inst ( 
	.areset (0),  
	.inclk0 (clk),  
	.c0 (clk_pixel),  
	.locked (locked_sig)
);
horizontal_counter VGA_Horiz (
    .clk_pixel(clk_pixel),
    .reset(system_reset), 
    .enable_V_Counter(enable_V_Counter),
    .H_Count_Value(H_Count_Value)
);
vertical_counter VGA_Verti (
    .clk_pixel(clk_pixel),
    .reset(system_reset), 
    .enable_V_Counter(enable_V_Counter),
    .V_Count_Value(V_Count_Value)
);
VGA_pattern_generator VGA_pattern_gen (
    .H_Count_Value(H_Count_Value),
    .V_Count_Value(V_Count_Value),
    .Red(Red),
    .Green(Green),
    .Blue(Blue)
);
    assign H_sync = (H_Count_Value < 96) ? 1'b0 : 1'b1;
    assign V_sync = (V_Count_Value < 2) ? 1'b0 : 1'b1;
endmodule
module VGA_pattern_generator ( 
    input  logic [9:0] H_Count_Value,
    input  logic [9:0] V_Count_Value,
    output logic [3:0] Red,
    output logic [3:0] Green,
    output logic [3:0] Blue
);
    always_comb begin
        if (H_Count_Value < 224 && H_Count_Value > 143 && V_Count_Value < 515 && V_Count_Value > 34) begin
            Red = 4'hf;
            Green = 4'hf;
            Blue = 4'hf;
        end
        else if (H_Count_Value < 304 && H_Count_Value > 223 && V_Count_Value < 515 && V_Count_Value > 34) begin
            Red = 4'hf;
            Green = 4'h0;
            Blue = 4'h0;
        end
        else if (H_Count_Value < 384 && H_Count_Value > 303 && V_Count_Value < 515 && V_Count_Value > 34) begin
            Red = 4'h0;
            Green = 4'hf;
            Blue = 4'h0;
        end
        else if (H_Count_Value < 464 && H_Count_Value > 383 && V_Count_Value < 515 && V_Count_Value > 34) begin
            Red = 4'h0;
            Green = 4'h0;
            Blue = 4'hf;
        end
        else if (H_Count_Value < 544 && H_Count_Value > 463 && V_Count_Value < 515 && V_Count_Value > 34) begin
            Red = 4'h0;
            Green = 4'h0;
            Blue = 4'h0;
        end
        else if (H_Count_Value < 624 && H_Count_Value > 543 && V_Count_Value < 515 && V_Count_Value > 34) begin
            Red = 4'hf;
            Green = 4'hf;
            Blue = 4'h0;
        end
        else if (H_Count_Value < 704 && H_Count_Value > 623 && V_Count_Value < 515 && V_Count_Value > 34) begin
            Red = 4'hf;
            Green = 4'h0;
            Blue = 4'hf;
        end
        else if (H_Count_Value < 784 && H_Count_Value > 703 && V_Count_Value < 515 && V_Count_Value > 34) begin
            Red = 4'h0;
            Green = 4'hf;
            Blue = 4'hf;
        end
        else begin  
            Red = 4'h0;
            Green = 4'h0;
            Blue = 4'h0;
        end
    end
endmodule
module horizontal_counter (
    input  logic clk_pixel,  
    input  logic reset,
    output logic enable_V_Counter,
    output logic [9:0] H_Count_Value
);
    always_ff @(posedge clk_pixel) begin
        if (reset) begin
            H_Count_Value <= 0;
            enable_V_Counter <= 0;
        end
        else if (H_Count_Value < 799) begin  
            H_Count_Value <= H_Count_Value + 1;
            enable_V_Counter <= 0;  
        end
        else begin
            H_Count_Value <= 0;  
            enable_V_Counter <= 1;  
        end
    end
endmodule
module vertical_counter (
    input  logic clk_pixel,  
    input  logic reset,
    input  logic enable_V_Counter,
    output logic [9:0] V_Count_Value
);
    always_ff @(posedge clk_pixel) begin
        if (reset) begin
            V_Count_Value <= 0;
        end
        else if (enable_V_Counter == 1'b1) begin
            if (V_Count_Value < 524) begin  
                V_Count_Value <= V_Count_Value + 1;
            end
            else begin
                V_Count_Value <= 0;  
            end
        end
    end
endmodule
File: flow/run.sh
#!/bin/bash
# OpenROAD 26Q1-2900-gdf79404cd8, Yosys 0.63+post, stock flow scripts
make -C /OpenROAD-flow-scripts/flow DESIGN_CONFIG=/design/flow/config.mk WORK_HOME=/design/flow/orfs finish
==> results.json <==
{
  "pwr_density_cell_nw_per_um2": 173.2,
  "rsz0062_at_grt": "yes",
  "finalCriticalPeriod_ps": 2209,
  "fin_util": 0.1817,
  "synth_warnings": 1,
  "finalClockPeriodUsage": 1.052,
  "clockBufferCount": 0,
  "fin_ws_ps": -109.2,
  "wl_um": 1306,
  "violations": "setup timing",
  "mi_logic_area_um2": 269.0,
  "path_class": "in -> out",
  "drv_slew": 0,
  "use_met1": 0.05339,
  "avgViaCountPerCell": 3.602,
  "holdWs_ps": 1446,
  "grt_pass1_vias": 419,
  "met2_usage": 0.06019,
  "die_x_um": 80,
  "tightestPinTransition_ps": 383.5,
  "synth.yosys.num_cells": 48,
  "grt_max_degree": 11,
  "grt_antenna_before_repair": 0,
  "critPathLaunchType": "input pin",
  "dieArea_um2": 6400,
  "hold_path.class": "in -> out",
  "timing.critical_path.buf_inv": 3,
  "grt-busiest-layer": "met2",
  "boundaryPins": 32,
  "synth.avg_cell_area_um2": 6.725,
  "report.power.total_uw": 107.5,
  "first_iter_violations": 28,
  "instances_no_fill": 118,
  "drive_gt1_frac": 0.4861,
  "path_cells": "buf_6 > a2111o_1 > o32a_1 > buf_6 > a221oi_4 > buf_2",
  "seq_area_um2": 0,
  "drc": 0,
  "gp_congestion": 0.6850,
  "layout_top_cells": "14 x buf_2, 9 x buf_6, 6 x buf_4",
  "syn2layout_area_growth_pct": 92.25,
  "crit_family": "AND-OR/OR-AND gates",
  "crit_path_top_delay_cell": "a2111o_1",
  "wl_per_cell_um": 11.07,
  "dp_hpwl_um": 1098,
  "openroad.warnings": 38,
  "lay_top_count": "buf_2",
  "area_leaders": "buf_4 21%, nor2_1 5.8%, a21oi_1 4.7%",
  "status": "complete, but fails checks",
  "relSlewSlack": 0.7416,
  "max_stage_delay_ps": 440,
  "postSynthSeqShare": 0,
  "fp_util": 0.09451,
  "grt_overflow": 0,
  "crit_cells": 6,
  "pre_cts_ws_ps": -794.8,
  "ys_chip_area_um2": 322.8,
  "drt_pass1_iterations": 4,
  "syn_inst": 48,
  "via_count": 425,
  "grt_pass1_wl_um": 2083,
  "critPathMaxFanout": 4,
  "crit_path_frequent_cell": "buf_6",
  "peakVddDrop_mv": 0.04237,
  "required_ps": 1680,
  "hold_violations": 0,
  "hold_buffers": 0,
  "placed_cells": 116,
  "io_buffers": 28,
  "cap_violations": 0,
  "synth_top_area_share": 0.2093,
  "seq_cells": 0,
  "cp_data_arrival_time_ps": 1790,
  "antenna_cells": 0,
  "p_leak_uw": 0.0002690,
  "ant_nets": 0,
  "rows": 21,
  "dieHeight_um": 80,
  "whs_path_depth": 4,
  "cp-end-kind": "output pin",
  "core_um2": 3416,
  "largest_area_cell": "buf_4",
  "setup_viol": 8,
  "clock.fmax_ghz": 0.4526,
  "fill_cells": 392,
  "grt_use_met3": 0.007955,
  "synthDistinctLibCells": 28,
  "synth_area_um2": 322.8,
  "grt_usage": 0.03764
}
## what timing repair did
action | CTS | global route
gates resized | 85 | 4
gates cloned | 0 | 0
endpoints found under the setup margin | 12 | 12
setup buffers | 3 | 0
pin swaps | 5 | 2
## cell families (layout without fill, tap and decap cells)
kind of cell	after synthesis	count (layout)	synth area share
AOI/OAI and AO/OA	17	17	0.4225
and+or+nand+nor	17	17	0.2830
buffers and inverters	13	37	0.2636
muxes	1	1	0.03101
## power breakdown
part	internal, uW	leakage, uW	switching (uW)
clock	0	0	0
combinational	64.2	0.000269	43.3
sequential	0	0	0
total	64.2	0.000269	43.3
## path summary, 6_finish.rpt
check,from,to,slack [ps]
worst max-delay path,V_Count_Value[1],Red[2],-110
worst min-delay path,H_Count_Value[8],Red[3],1450
## area by class of cell
cell class	instances	share of cell area
Multi-Input combinational cell	35	0.4335
Timing Repair Buffer	37	0.4738
Tap cell	46	0.09274
## layer usage
metal  up-vias  wire [um]
met4         0          0
met1       183        622
li1        219          -
met2        23        580
met3         0        103
met5         -          0
## synth_stat cells
cell,number
a2111o_1,1
a21o_1,1
a21oi_1,3
a221oi_2,1
a32o_1,1
a32oi_1,1
and2_0,1
buf_2,2
buf_4,9
clkbuf_1,2
mux2i_1,1
nand2_1,2
nand2b_1,2
nand3_1,1
nand3b_1,1
nor2_1,5
nor2b_1,1
nor3_1,1
nor3b_1,1
nor4b_1,1
o211a_1,1
o211ai_1,2
o21a_1,1
o21ai_0,2
o21bai_1,1
o31a_1,1
o32a_1,1
or3_1,1
## metrics by stage
step / TNS [ps] / area [um2]
after floorplan: 0 / 322.8
after global placement: -8976 / 628.1
after detailed placement: -8932 / 628.1
after CTS: -999.5 / 606.8
after global routing: -1402 / 620.6
final: -733.3 / 620.6
Power is estimated from default activity; no workload was simulated.
